**./config.mk**
```make
export PLATFORM = sky130hd
export DESIGN_NAME = sdram
export DESIGN_NICKNAME = sdram
export VERILOG_FILES = /design/flow/design.v
export SDC_FILE = /design/flow/constraint.sdc
export NUM_CORES = 4
export LEC_CHECK = 1
export CORE_UTILIZATION = 40
```
**./run.sh**
```bash
#!/bin/bash
# OpenROAD 26Q1-2900-gdf79404cd8, Yosys 0.63+post, stock flow scripts
make -C /OpenROAD-flow-scripts/flow DESIGN_CONFIG=/design/flow/config.mk WORK_HOME=/design/flow/orfs finish
```
**./design.v**
```verilog
module sdram
#(
    parameter         FREQ = 54_000_000,      
    parameter         ROW_WIDTH = 12,
    parameter         COL_WIDTH = 9,
    parameter         BANK_WIDTH = 2,
    parameter [3:0]   CAS  = 4'd2,      
    parameter [3:0]   T_WR = 4'd2,      
    parameter [3:0]   T_MRD= 4'd2,      
    parameter [3:0]   T_RP = 4'd1,      
    parameter [3:0]   T_RCD= 4'd1,      
    parameter [3:0]   T_RC = 4'd4       
)
(
    inout [15:0]      SDRAM_DQ,
    output reg [ROW_WIDTH-1:0]  SDRAM_A,
    output reg [BANK_WIDTH-1:0] SDRAM_BA,
    output            SDRAM_nCS,     
    output reg        SDRAM_nWE,
    output reg        SDRAM_nRAS,
    output reg        SDRAM_nCAS,
    output            SDRAM_CLK,
    output            SDRAM_CKE,     
    input             clk,
    input             clk_sdram,     
    input             resetn,
    input             rd,            
    input             wr,            
    input             refresh,       
    input      [24:0] addr,          
    input      [15:0] din,           
    output     [15:0] dout,          
    output reg        data_ready,    
    output reg        busy           
);
reg dq_oen;          
reg [15:0] dq_out;
wire [15:0] dq_in;
assign SDRAM_DQ = dq_oen ? 16'bzzzz_zzzz_zzzz_zzzz : dq_out;
assign dout = SDRAM_DQ;
assign SDRAM_CLK = clk_sdram;
assign SDRAM_CKE = 1'b1;
assign SDRAM_nCS = 1'b0;
reg [2:0] state;
localparam INIT = 3'd0;
localparam CONFIG = 3'd1;
localparam IDLE = 3'd2;
localparam READ = 3'd3;
localparam WRITE = 3'd4;
localparam REFRESH = 3'd5;
localparam CMD_SetModeReg=3'b000;
localparam CMD_AutoRefresh=3'b001;
localparam CMD_PreCharge=3'b010;
localparam CMD_BankActivate=3'b011;
localparam CMD_Write=3'b100;
localparam CMD_Read=3'b101;
localparam CMD_NOP=3'b111;
localparam [2:0] BURST_LEN = 3'b0;       
localparam BURST_MODE = 1'b0;            
localparam [10:0] MODE_REG = {4'b0, CAS[2:0], BURST_MODE, BURST_LEN};
reg cfg_now;             
reg [3:0] cycle;         
always @(posedge clk) begin
    cycle <= cycle == 4'd15 ? 4'd15 : cycle + 4'd1;
    {SDRAM_nRAS, SDRAM_nCAS, SDRAM_nWE} <= CMD_NOP; 
    casex ({state, cycle})
        {INIT, 4'bxxxx} : if (cfg_now) begin
            state <= CONFIG;
            cycle <= 0;
        end
        {CONFIG, 4'd0} : begin
            {SDRAM_nRAS, SDRAM_nCAS, SDRAM_nWE} <= CMD_PreCharge;
            SDRAM_A[10] <= 1'b1;
        end
        {CONFIG, T_RP} : begin
            {SDRAM_nRAS, SDRAM_nCAS, SDRAM_nWE} <= CMD_AutoRefresh;
        end
        {CONFIG, T_RP+T_RC} : begin
            {SDRAM_nRAS, SDRAM_nCAS, SDRAM_nWE} <= CMD_AutoRefresh;
        end
        {CONFIG, T_RP+T_RC+T_RC} : begin
            {SDRAM_nRAS, SDRAM_nCAS, SDRAM_nWE} <= CMD_SetModeReg;
            SDRAM_A[10:0] <= MODE_REG;
        end
        {CONFIG, T_RP+T_RC+T_RC+T_MRD} : begin
            state <= IDLE;
            busy <= 1'b0;               
        end
        {IDLE, 4'bxxxx}: if (rd | wr) begin
            {SDRAM_nRAS, SDRAM_nCAS, SDRAM_nWE} <= CMD_BankActivate;
            SDRAM_BA <= addr[ROW_WIDTH+COL_WIDTH+BANK_WIDTH-1 : ROW_WIDTH+COL_WIDTH];     
            SDRAM_A <= addr[ROW_WIDTH+COL_WIDTH-1:COL_WIDTH];       
            state <= rd ? READ : WRITE;
            cycle <= 4'd1;
            busy <= 1'b1;
        end else if (refresh) begin
            {SDRAM_nRAS, SDRAM_nCAS, SDRAM_nWE} <= CMD_AutoRefresh;
            state <= REFRESH;
            cycle <= 4'd1;
            busy <= 1'b1;
        end
        {READ, T_RCD}: begin
            {SDRAM_nRAS, SDRAM_nCAS, SDRAM_nWE} <= CMD_Read;
            SDRAM_A[10] <= 1'b1;         
            SDRAM_A[9:0] <= {1'b0, addr[COL_WIDTH-1:0]};   
        end
        {READ, T_RCD+CAS}: begin
            data_ready <= 1'b1;
        end
        {READ, T_RCD+CAS+4'd1}: begin
            data_ready <= 1'b0;
            busy <= 0;
            state <= IDLE;
        end
        {WRITE, T_RCD}: begin
            {SDRAM_nRAS, SDRAM_nCAS, SDRAM_nWE} <= CMD_Write;
            SDRAM_A[10] <= 1'b1;         
            SDRAM_A[9:0] <= {1'b0, addr[COL_WIDTH-1:0]};   
            dq_out <= din;
            dq_oen <= 1'b0;                  
        end
        {WRITE, T_RCD+4'd1}: begin
            dq_oen <= 1'b1;
        end
        {WRITE, T_RCD+T_WR+T_RP}: begin   
            busy <= 0;
            state <= IDLE;
        end
        {REFRESH, T_RC}: begin
            state <= IDLE;
            busy <= 0;
        end
    endcase
    if (~resetn) begin
        busy <= 1'b1;
        dq_oen <= 1'b1;          
        state <= INIT;
    end
end
reg  [14:0]   rst_cnt;
reg rst_done, rst_done_p1, cfg_busy;
always @(posedge clk) begin
    rst_done_p1 <= rst_done;
    cfg_now     <= rst_done & ~rst_done_p1; 
    if (rst_cnt != FREQ / 1000 * 200 / 1000) begin       
        rst_cnt  <= rst_cnt[14:0] + 1;
        rst_done <= 1'b0;
        cfg_busy <= 1'b1;
    end else begin
        rst_done <= 1'b1;
        cfg_busy <= 1'b0;
    end
    if (~resetn) begin
        rst_cnt  <= 15'd0;
        rst_done <= 1'b0;
        cfg_busy <= 1'b1;
    end
end
endmodule
```
**./constraint.sdc**
```tcl
current_design sdram

set clk_period 6.0
set clk_io_pct 0.2

create_clock -name clk0 -period $clk_period [get_ports {clk}]

set non_clock_inputs [all_inputs -no_clocks]
set_input_delay [expr $clk_period * $clk_io_pct] -clock clk0 $non_clock_inputs
set_output_delay [expr $clk_period * $clk_io_pct] -clock clk0 [all_outputs]
```
==> notes.md <==
Summary of the current implementation state.

- The synthesized netlist occupies a cell area of 2670 µm².
- For this design, the CTS-stage hold fixing added 0 buffers.
- The number of clock sinks is 60, for reference.
- Looking at the cell usage after synthesis, the top flip-flop cell is sky130_fd_sc_hd__edfxtp_1.
- During synthesis, Yosys emitted a total of 2 warnings.
- The chip area line of the yosys report is 2670 µm², for reference.
- After synthesis, the share of flip-flops with an asynchronous set or reset is 0%.
- The sequential element share of the synthesized area is 56.7%, for reference.
- The floorplan report gives the top-level pin count as 101.
- In this run, synthesis inferred 31 flip-flops with an integrated enable.
- The failing step is clock tree synthesis, for reference.
- The half-perimeter wire length after detailed placement is 3.69 mm, for reference.
- The mean cell area of the mapped netlist is 11.2 µm², for reference.
- The total setup buffers inserted after CTS is 0, for reference.
- The number of gates resized after CTS is 0, for reference.
- The number of buffers created by CTS is 9, for reference.
- The routability congestion estimate from global placement is 0.767, for reference.
- The vertical die dimension is 83.6 µm, for reference.
- The placement report lists the number of port buffers as 78.
- At the placement stage, the worst setup path has a slack of 3010 ps.
- The clock tree synthesis step divided the H-tree into 3 levels.
- The number of standard cells after synthesis is 239, for reference.
- The die extent in x is 83.6 µm, for reference.
- Per the placement report, the placed cell count is 369.
- The number of buffers between clock root and the deepest sink is 2, for reference.
- The starting density of the core is 41.8%, for reference.
- In the Yosys report the total cell count is 239.
- Looking at the clock tree report, the root buffer type is sky130_fd_sc_hd__clkbuf_8.
- The post-synthesis sequential element count is 60, for reference.
- For reference, the placement row count at floorplan is 29.
- The flow did not finish.
- The number of distinct library cells after synthesis is 50, for reference.
- The tool reported: "[error] [KeplerFormal.cpp:679] Workflow failed: Iso has multiple drivers: .SDRAM_DQ0, SDRAM_DQ[0]$_DFFE_PN_.Q0".
-- logic make-up after synthesis --
| family | synth area share [%] |
|---|---|
| buffers and inverters | 8.07 |
| AOI/OAI and AO/OA | 9.76 |
| xor gates and xnor gates | 3.28 |
| muxes | 1.13 |
| DFF | 56.7 |
| adders and majority gates | 2.35 |
| other | 0.282 |
| and+or+nand+nor | 18.4 |
-- stage by stage --
stage	area (µm²)	hold slack [ps]	total power, mW
2_1_floorplan	2670	324	0.547
3_3_place_gp	3390	328	0.583
3_5_place_dp	3390	335	0.593
-- Yosys cell counts (5+ instances only) --
| library cell | count | area share, % |
|---|---|---|
| sky130_fd_sc_hd__edfxtp_1 | 31 | 35 |
| sky130_fd_sc_hd__nand2_1 | 11 | 1.5 |
| sky130_fd_sc_hd__dfxtp_1 | 29 | 22 |
| sky130_fd_sc_hd__ha_1 | 5 | 2.3 |
| sky130_fd_sc_hd__inv_1 | 8 | 1.1 |
| sky130_fd_sc_hd__nand3_1 | 9 | 1.7 |
| sky130_fd_sc_hd__a21oi_1 | 10 | 1.9 |
| sky130_fd_sc_hd__xor2_1 | 6 | 2.0 |
| sky130_fd_sc_hd__buf_4 | 19 | 5.3 |
| sky130_fd_sc_hd__o21ai_0 | 5 | 0.94 |
| sky130_fd_sc_hd__nand2b_1 | 5 | 1.2 |
| sky130_fd_sc_hd__a22o_1 | 9 | 3.0 |
| sky130_fd_sc_hd__nor2_1 | 15 | 2.1 |
| sky130_fd_sc_hd__nor3_1 | 9 | 1.7 |
Power figures rest on the tool's default switching activity, not on a simulated workload.
